==> flow/design.v <==
`timescale 1ns / 1ps
`default_nettype none
module clock_divider(ClkOut,ClkIn);
output wire [3:0] ClkOut;
input wire ClkIn;  
parameter n = 25;  
reg [n:0] Count;
always@(posedge ClkIn)
    Count <= Count +1;
assign ClkOut[3:0] = Count[n:n-3];
endmodule
`timescale 1ns / 1ps
`default_nettype none
module half_adder(S,Cout,A,B);
    input wire A,B;
    wire andAB, axorb;
    output wire S, Cout;
    assign Cout = A&B;
    assign S = A^B;
endmodule
`timescale 1ns / 1ps
`default_nettype none
module top_level(LEDs, SWs, BTNs, FastClk);
    output wire [3:0] LEDs;
    input wire [1:0] SWs;
    input wire [1:0] BTNs;
    input wire FastClk;
    wire [3:0] Clocks;
    reg SlowClk;
    always@(*)
        case(SWs)
            2'b00: SlowClk = Clocks[0];
            2'b01: SlowClk = Clocks[1];
            2'b10: SlowClk = Clocks[2];
            2'b11: SlowClk = Clocks[3];
        endcase
    up_counter UCI(LEDs[2:0], LEDs[3], BTNs[0], SlowClk, BTNs[1]);
    clock_divider clk_div0(.ClkOut(Clocks), .ClkIn(FastClk));
endmodule
`timescale 1ns / 1ps
`default_nettype none
module up_counter(Count, Carry2, En, Clk, Rst);
    output reg [2:0] Count;  
    output wire Carry2;
    input wire En, Clk, Rst;
    wire [2:0] Carry, Sum;
    Threebit_counter UC1(Sum,Carry2,Count,En);
    always@(posedge Clk or posedge Rst)
        if(Rst)
            Count <= 0;
        else
            Count <= Sum;
endmodule
module Threebit_counter(Sum, Carry2, Count, En);
    input wire En;
    input  wire [2:0] Count;
    output wire [2:0] Sum;
    output wire Carry2;
    wire [2:0] Carry;
    half_adder add0(Sum[0],Carry[0],En, Count[0]);
    half_adder add1(Sum[1],Carry[1],Carry[0], Count[1]);
    half_adder add2(Sum[2],Carry[2],Carry[1],Count[2]);
    assign Carry2 = Carry[2];
endmodule
==> flow/run.sh <==
#!/bin/bash
# OpenROAD 26Q1-2900-gdf79404cd8, Yosys 0.63+post, stock flow scripts
make -C /OpenROAD-flow-scripts/flow DESIGN_CONFIG=/design/flow/config.mk WORK_HOME=/design/flow/orfs finish
==> flow/config.mk <==
export PLATFORM = sky130hd
export DESIGN_NAME = top_level
export DESIGN_NICKNAME = top_level
export VERILOG_FILES = /design/flow/design.v
export SDC_FILE = /design/flow/constraint.sdc
export NUM_CORES = 4
export LEC_CHECK = 1
export CORE_AREA = 10 10 89 89
export DIE_AREA = 0 0 99 99
==> flow/constraint.sdc <==
current_design top_level

set clk_period 4.6
set clk_io_pct 0.2

create_clock -name clk0 -period $clk_period [get_ports {FastClk}]

set non_clock_inputs [all_inputs -no_clocks]
set_input_delay [expr $clk_period * $clk_io_pct] -clock clk0 $non_clock_inputs
set_output_delay [expr $clk_period * $clk_io_pct] -clock clk0 [all_outputs]
==> ds_physical_params.txt <==
Implementation parameters

Parameter                              Value

Logic synthesis
  Post-synthesis sequential element count    29
  Post-synthesis cell area    1180 sq um
  Post-synth area from yosys stat    1180 sq um
  Count of library flops with an enable pin    0
  Cell count in the Yosys report    107
  Top post-synthesis cells by count    dfxtp_1 (26), xnor2_1 (18), nand3_1 (10), nand2_1 (9)
  Top FF cell, synth    dfxtp_1
  Share of the yosys chip area belonging to registers    50.5%
  Fraction of registers with async set or reset after synthesis    10.3%
  Synthesized area per cell    11.0 sq um
  Area leader, netlist    dfxtp_1
  Unique masters post-synth    17
  Area share of the largest cell type after synthesis    44.1%
  Yosys warning total    3
  Gate Count Post-Synth    107
  Most frequent cell after synthesis    dfxtp_1
  Synth top area cells    dfxtp_1 (44%), xnor2_1 (13%), dfrtp_1 (6.4%), xor2_1 (4.5%), ha_1 (4.2%)

Timing
  Highest achievable clock rate    313 MHz
  Final setup violating endpoints    0
  Tmin final    3.20 ns
  Unrepaired setup endpoints after global routing    false
  Relative slew slack    61.9%
  Number of unconstrained endpoints    6
  Final count of hold timing violations    0
  Final-report max-slew violation count    0
  Setup skew after layout    0.00952 ns
  Worst setup slack after layout    1.40 ns
  Measured slew at the worst slew-check pin    0.567 ns
  Final setup TNS    0 ns
  Share of the clock period used by the worst path    69.6%
  Number of register pins that no clock reaches    3

Floorplan
  Number of top-level pins    9
  Die X-Extent    99 um
  Die extent in y    99 um
  Share of the core filled by cells before placement    19.7%
  CORE AREA    5990 sq um
  Count of standard-cell rows    28
  Full die area    9800 sq um

Critical path
  Req. time, crit path    3.68 ns
  Critical path's slowest cell    clkdlybuf4s50_1
  Max stage delay on crit path    0.40 ns
  CP endpoint kind    output pin
  Worst-path cell chain    clkdlybuf4s50_1 -> ha_1 -> ha_1 -> ha_1 -> clkdlybuf4s50_1
  Crit path kind    in -> out
  Slack of the worst reg-to-reg path    2.93 ns
  Critical Path Fanout Max    1
  Critical path startpoint category    primary input
  Critical path data arrival time    2.28 ns
  Most used cell along the critical path    ha_1

Route
  First-pass DRT Iterations    2
  Antenna diode count    0
  Final wirelength    1.56 mm
  Detailed-route DRC error count    0
  Routed vias    690
  Routed WL per cell    8.20 um
  Remaining number of nets flagged by the antenna check after routing    0
  Via density per instance    3.63
  Detailed Route Iter0 Violations    32

Flow run
  OpenROAD warning count    25
  Number of max-capacitance violations reported    0

Place
  Placed wire-length estimate    1.20 mm
  Placer's final routability congestion estimate    0.751
  Worst Setup Slack post-DPL    1.40 ns
  Cells after DPL    186
  Number of buffer cells added on primary ports    8

Clocking
  H-tree depth    1
  Post-cts repair resize count    0
  Buffer levels on the longest clock path    2
  Setup repair bufs after CTS    0
  Clock transition at path regs    0.08 ns
  Post-cts hold buffer count    0
  Later-pin clock latency in the skew report    0.27 ns
  Root buf cell    clkbuf_8
  Clock buffer count from CTS    3
  TritonCTS clock tree    done

Min path
  Worst min path class    reg -> reg

Global routing
  Largest net degree at the start of global routing    16
  Congestion Overflow GR    0
  Number of antenna violations at the first check in global routing    0
  Overall Global Routing Usage    3.35%
  Number of global-route vias before repair    662
  Wire length of the first global-routing pass    2.87 mm

Run status
  Run status    completed

Power
  Leakage power    0.488 nW
  Post-layout total power    0.414 mW
  Largest voltage drop on the vdd net    0.193 mV
  Power Dens Cells    297 nW/um^2

Layout
  Layout Utilization    23.3%
  Fraction of layout instances using a drive strength above 1    8.70%
  Post-Layout Cell Count    190
  Layout Area Growth over Synthesis    18.2%
layout by cell type, fill, tap and decap left out, drive strengths merged:
cell type      count
nor4               2
dfrtp              3
nand2              9
nor3               3
ha                 4
nand3             11
clkbuf             3
xor2               6
nor2               6
xnor2             18
inv                4
nand4              7
clkdlybuf4s50      8
dfxtp             26
mux4               1
and3               3
bufinv             1
cell families (layout without fill, tap and decap cells):
kind of cell | after synthesis | count (layout) | share of synthesized area (%)
muxes | 1 | 1 | 1.91
buffers and inverters | 8 | 16 | 3.82
adders and majority gates | 4 | 4 | 4.24
and+or+nand+nor | 41 | 41 | 21.7
DFF | 29 | 29 | 50.5
xor gates and xnor gates | 24 | 24 | 17.8
layer usage:
metal | global-route usage (%) | up-vias | routed length (um)
met2 | 4.91 | 11 | 511
li1 | - | 378 | -
met3 | 1.62 | 0 | 115
met1 | 4.59 | 301 | 931
met5 | 0 | - | 0
met4 | 0.110 | 0 | 0
state kept, by name (all words and copies together) (netlist names):
| signal | cells |
|---|---|
| UCI.Count | 3 |
| clk_div0.Count | 26 |
per-stage QoR:
stage	area, sq um	hold slack [ns]
after floorplan	1180	0.402
after global placement	1320	0.411
after detailed placement	1320	0.418
after CTS	1400	0.438
after global routing	1400	0.453
final	1400	0.436
where the power goes:
| part | leakage [nW] | internal (mW) | switching, mW |
|---|---|---|---|
| Sequential | 0.244 | 0.225 | 0 |
| Clock | 0.0357 | 0.116 | 0.0680 |
| Combinational | 0.208 | 0.00370 | 0.00136 |
| Total | 0.488 | 0.345 | 0.0693 |
layout make-up:
class,instances,area (sq um)
repair buffers,8,80.1
inverters,4,15.0
multi-input cells,70,539
flip-flops and latches,29,596
clock inverters,1,30.0
well taps,75,93.8
fillers,623,4600
clock buffers,3,41.3
critical path, delay by kind of cell:
family / cells / cell delay [ns]
buf+inv: 2 / 0.80
fa+ha+maj: 3 / 0.55
final timing paths:
check | start | endpoint | cells after the start
setup / recovery | BTNs[0] | LEDs[3] | 5
hold / removal | clk_div0.Count[0] | clk_div0.Count[0] | 1
setup reg to reg | clk_div0.Count[0] | clk_div0.Count[12] | 5
hold reg to reg | clk_div0.Count[0] | clk_div0.Count[0] | 1
Power figures rest on the tool's default switching activity, not on a simulated workload.
