<file path="design/flow/constraint.sdc">
current_design tlc_fsm

set clk_period 1.0
set clk_io_pct 0.2

create_clock -name clk0 -period $clk_period [get_ports {Clk}]

set non_clock_inputs [all_inputs -no_clocks]
set_input_delay [expr $clk_period * $clk_io_pct] -clock clk0 $non_clock_inputs
set_output_delay [expr $clk_period * $clk_io_pct] -clock clk0 [all_outputs]
</file>
<file path="design/flow/config.mk">
export PLATFORM = sky130hd
export DESIGN_NAME = tlc_fsm
export DESIGN_NICKNAME = tlc_fsm
export VERILOG_FILES = /design/flow/design.v
export SDC_FILE = /design/flow/constraint.sdc
export NUM_CORES = 4
export LEC_CHECK = 1
export CORE_AREA = 10 10 71 71
export DIE_AREA = 0 0 81 81
</file>
<file path="design/flow/run.sh">
#!/bin/bash
# OpenROAD 26Q1-2900-gdf79404cd8, Yosys 0.63+post, stock flow scripts
make -C /OpenROAD-flow-scripts/flow DESIGN_CONFIG=/design/flow/config.mk WORK_HOME=/design/flow/orfs finish
</file>
<file path="design/flow/design.v">
`timescale 1ns / 1ps
module tlc_fsm(
    output reg [2:0] state,
    output reg RstCount,
    output reg [1:0] highwaySignal, farmSignal,
    input wire [31-1:0] Count,
    input wire Clk, Rst
);
    parameter s0 = 3'b000, 
    s1 = 3'b001, 
    s2 = 3'b010, 
    s3 = 3'b011, 
    s4 = 3'b100, 
    s5 = 3'b101;
    parameter green = 2'b11, 
    yellow = 2'b10, 
    red = 2'b00;
    reg [2:0] nextState;
    always@ (state)
        case (state)
            s0: 
            begin
                if (Count == 50000000) 
                    begin
                        highwaySignal = red; 
                        farmSignal = red;
                        RstCount = 0;
                        nextState = s1;
                    end
                else
                    begin
                        highwaySignal = red; 
                        farmSignal = red;
                        RstCount = 1;
                        nextState = s0;
                    end
            end
            s1: begin
                if(Count == 1500000000 && farmSignal)	
                    begin
                        highwaySignal = green; 
                        farmSignal = red;       
                        RstCount = 0;
                        nextState = s2;
                    end
                else
                    begin
                        highwaySignal = green; 
                        farmSignal = red;
                        RstCount = + 1;
                        nextState = s1;
                    end
            end
           s2: begin
                if(Count == 150000000)	 
                    begin
                        highwaySignal = yellow; 
                        farmSignal = red;  
                        RstCount = 0;
                        nextState = s3;
                    end
                else
                    begin
                        highwaySignal = yellow; 
                        farmSignal = red;
                        RstCount = 1;
                        nextState = s2;
                    end
            end
            s3: 
            begin
                if(Count == 50000000)	
                    begin
                        highwaySignal = red;
                        farmSignal = red;  
                        RstCount = 0;
                        nextState = s4;
                    end
                else
                    begin
                        highwaySignal = red;
                        farmSignal = red;
                        RstCount = 1;
                        nextState = s3;
                    end
            end
            s4: 
            begin
                if(Count == 150000000 && (!farmSignal || Count >= 750000000))	
                    begin
                        highwaySignal = red;
                        farmSignal = green;  
                        RstCount = 0;
                        nextState = s5;
                    end
                else
                    begin
                        highwaySignal = red;
                        farmSignal = green;
                        RstCount = 1;
                        nextState = s4;
                    end
            end
            s5: 
            begin
                if(Count == 150000000)	
                    begin
                        highwaySignal = red;
                        farmSignal = yellow;  
                        RstCount = 0;
                        nextState = s0;
                    end
                else
                    begin
                        highwaySignal = red;
                        farmSignal = yellow;
                        RstCount = 1;
                        nextState = s5;
                    end
            end
        endcase
    always@ (posedge Clk)
        if(Rst)
            state <= s0;
        else
            state <= nextState;
endmodule
</file>
==> GITHUB_STEP_SUMMARY <==
## Implementation flow summary

| Metric | Value |
|---|---|
| Global route overflow | `0` |
| Netlist cell types | `34` |
| Buffers plus inverters on the worst setup path | `1` |
| WL/cell | `12.0 um` |
| TritonCTS clock tree | `yes` |
| First-pass GRT wire length | `3350 um` |
| Initial Util | `between 10% and 20%` |
| Pwr dens | `561 nW/um^2` |
| Max cap viols | `0` |
| Via count | `732` |
| Endpoints left unconstrained | `13` |
| GRT Overall Usage | `6.15%` |
| Setup TNS | `0 ns` |
| Syn Area/Cell | `8.50 um^2` |
| Post-synth EDFFs | `0` |
| Critical path startpoint category | `flop` |
| Placeable Area | `about 3600 um^2` |
| Non-filler cells, final | `between 150 and 200` |
| Final WL | `between 1500 and 2000 um` |
| Cell Area, Placed | `around 1100 um^2` |
| Post-route ant nets | `0` |
| Pin count of the biggest net entering global routing | `10` |
| RePlAce Congestion | `0.810` |
| Hold Buf Count CTS | `0` |
| VDD IR max | `roughly 0.00022 V` |
| TritonCTS Buffers | `3` |
| Number of global-route vias before repair | `820` |
| Worst hold path type | `in2reg` |
| Row cnt | `22` |
| Setup Slack @ Placement | `0.0189 ns` |
| Post-DR vias/cell | `4.41` |
| Post-synth regs | `11` |
| Slowest cell delay on critical path | `0.30 ns` |
| Post-route DRC violation count | `0` |
| Required @ worst endpoint | `0.80 ns` |
| Worst-path cell chain | `dlygate4sd2_1` |
| Ys Warns | `1` |
| # Cells Yosys | `about 73` |
| Worst-Margin Slew | `0.573 ns` |
| DP HPWL | `1740 um` |
| Comb area | `404 um^2` |
| Yosys stat area | `a little over 600 um^2` |
| Setup CP Type | `reg2out` |
| Worst path depth | `1` |
| Post-Synthesis Cells | `73` |
| Longest Clk Path Bufs | `2` |
| Clk Tree Root Cell | `clkbuf_8` |
| Outcome | `finished, final reports clean` |
| Crit end category | `primary output` |
| CP top delay family | `flip-flops` |
| Area growth from synthesis to layout | `83.5%` |
| CP max FO | `2` |
| Pre-antenna DRT Iters | `6` |
| Count of unclocked register or latch pins | `8` |
| GR Util met2 | `8.12%` |
| Slowest cell on crit path | `dfxtp_2` |
| Die Y | `81 um` |
| IO Port Bufs | `40` |
| Worst hold path endpoint | `state[2]` |
| H-tree depth | `1` |
| OpenROAD warning count | `25` |
| Grt peak-use layer | `met2` |
| Arrival @ worst endpoint | `0.75 ns` |
| Ys flop type | `dlxtn_1` |
| Final core utilization | `31.3%` |
| Share of cells above drive strength 1 | `14.4%` |
| Final Slew Violations | `0` |
| Post-Syn Area | `621 um^2` |
| Hold Startpoint | `Rst` |
| Hold path depth | `2` |
| Setup violators final | `0` |
| RSZ-0062 raised after global routing | `false` |
| Tcrit/Tclk final | `~95%` |
| FFs w/ async S/R, synth | `0%` |
| CP startpoint | `state[1]` |
| M3 GR Usage | `4.90%` |
| Final WS setup | `between 0.04 and 0.05 ns` |
| Chip area | `6560 um^2` |
| Leak Pwr | `0.413 nW` |
| Initial antenna violation count | `0` |
| Post-route cell area | `between 1000 and 1500 um^2` |
| FF/Latch Area | `184 um^2` |
| Final hold vios | `0` |
| Routing usage on met1 | `7.87%` |
| Fmax | `1.05 GHz` |
| DP Cell Count | `approximately 160` |
| Starting DRC count in detailed routing | `44` |
| Fin crit period | `0.951 ns` |
| Filler cells | `375` |
| Max-slew headroom | `61.3%` |
| Inserted Diodes | `0` |
| Num ports | `~40` |
| Clock slew at reported path FFs | `0.03 ns` |
| Die Span X | `81 um` |
## synthesized netlist by cell type, drive strengths merged, types with 3 or more instances
cell	number	share of area (%)
nand4b	3	4.2
dfxtp	3	9.7
nor3	5	4.8
nor4bb	4	6.5
nand2	3	1.8
nand3	4	3.2
dlxtn	8	19
or4	3	4.2
nor2	8	7.5
a211oi	3	3.6
nor2b	3	3.0
nor4	3	3.0
inv	3	1.8
buf	3	3.4
## state kept, by name, summed over array words and instances (netlist names)
name and count:
nextState 3, state 3, farmSignal 2, highwaySignal 2
RstCount 1
## stage by stage
stage,hold WS (ns),power (mW)
final,0.585,0.639
after global routing,0.622,0.679
after floorplan,0.272,0.143
after CTS,0.585,0.649
after detailed placement,0.802,0.285
after global placement,0.783,0.283
## repair_timing
action,CTS,global route
setup buffers,2,0
setup endpoints to repair,3,0
gates resized,6,0
## logic make-up after synthesis
family                 after synthesis  share of synthesized area (%)
AND/OR/NAND/NOR                     40                           42.5
AND-OR/OR-AND                       14                           21.2
flip-flops                           3                           9.68
buffers and inverters                7                           5.85
XOR/XNOR                             1                           1.41
latches                              8                           19.4
## area by class of cell
| cell class | instances | share of cell area [%] |
|---|---|---|
| Clock buffer | 4 | 3.96 |
| Inverter | 3 | 0.989 |
| Multi-Input combinational cell | 55 | 35.5 |
| Sequential cell | 11 | 16.2 |
| Tap cell | 48 | 5.27 |
| Timing Repair Buffer | 45 | 38.1 |
## layer usage
layer | routed length (um) | part of all wire [%]
met2 | 694 | 35
met4 | 0 | 0
met1 | 918 | 46
met5 | 0 | 0
met3 | 377 | 19
## power by group
| group | total, mW | switching, mW | internal [mW] |
|---|---|---|---|
| combinational | 0.162 | 0.0386 | 0.124 |
| sequential | 0.120 | 0 | 0.120 |
| clock | 0.356 | 0.0839 | 0.272 |
| total | 0.639 | 0.122 | 0.517 |
## worst max path at each step
stage          end  slack, ns
4_1_cts   state[1]       0.04
6_report  state[1]       0.05
5_1_grt   state[1]       0.02
## cell usage in the layout (no fill, tap or decap), types with 2 or more instances in the layout
cell type / count
a211oi_1: 3
and3_1: 2
buf_4: 5
clkbuf_8: 3
clkdlybuf4s50_1: 37
dfxtp_2: 3
dlxtn_1: 8
dlygate4sd2_1: 3
inv_1: 2
nand2_1: 3
nand3_1: 4
nand4b_1: 3
nor2_1: 7
nor2b_1: 3
nor3_1: 4
nor4_1: 3
nor4bb_1: 4
o21ai_0: 2
or4_1: 2
Power is estimated from default activity; no workload was simulated.
